### design/flow/design.v
module freq_div
  #(parameter N = 50000)
(
  input wire clockin,    
  output wire clockout   
);
localparam NBITS = $clog2(N);
reg [NBITS:0] counter_reg = 0;
reg clockout_reg = 0;
always @(posedge clockin) begin
    if (counter_reg == N-1) begin
       counter_reg <= 0;
       clockout_reg <= ~clockout_reg;
    end else
       counter_reg <= counter_reg + 1;
end
assign clockout = clockout_reg;
endmodule
### design/flow/run.sh
#!/bin/bash
# OpenROAD 26Q1-2900-gdf79404cd8, Yosys 0.63+post, stock flow scripts
make -C /OpenROAD-flow-scripts/flow DESIGN_CONFIG=/design/flow/config.mk WORK_HOME=/design/flow/orfs finish
### design/flow/config.mk
export PLATFORM = sky130hd
export DESIGN_NAME = freq_div
export DESIGN_NICKNAME = freq_div
export VERILOG_FILES = /design/flow/design.v
export SDC_FILE = /design/flow/constraint.sdc
export NUM_CORES = 4
export LEC_CHECK = 1
export CORE_AREA = 10 10 80 80
export DIE_AREA = 0 0 90 90
### design/flow/constraint.sdc
current_design freq_div

set clk_period 2.2
set clk_io_pct 0.2

create_clock -name clk0 -period $clk_period [get_ports {clockin}]

set non_clock_inputs [all_inputs -no_clocks]
set_input_delay [expr $clk_period * $clk_io_pct] -clock clk0 $non_clock_inputs
set_output_delay [expr $clk_period * $clk_io_pct] -clock clk0 [all_outputs]
==> results_slide.txt <==
Run Summary

Placed design
  • Last weighted congestion value of the routability-driven placer: around 0.8
  • Post-DP Area: around 830 um2
  • Post-DP HPWL: about 840 um
  • DP Cell Count: approximately 140
  • Port Buffers: 1

Detailed routing
  • Routed WL per cell: between 8 and 9 um
  • DRC: 0
  • DR iter-0 viols: 23
  • Total wire length: 1160 um
  • Antenna violation net count after detailed routing: 0
  • DRT Pass-1 Iters: 4
  • Via count: 477
  • Antenna Cells: 0
  • Vias per inst: 3.29

CTS
  • CTS Buffer Depth: 2
  • CTS Hold Bufs: 0
  • CTS root buffer: clkbuf_8
  • H-tree depth: 1
  • CTS resizes: 0
  • CTS clk-pin slew, worst paths: about 70 ps
  • CTS tree: done
  • Post CTS Setup Buffer Count: 0
  • Number of buffers created by CTS: 3
  • Clk Latency, worst-skew pair: between 200 and 300 ps
  • CTS sink count: 18

Global routing
  • First-pass GRT wire length: 2080 um
  • Grt ovf: 0
  • GR met3 Demand/Resource: 0.0117
  • GR met2 Demand/Resource: 0.0418
  • Initial antenna violation count: 0
  • Vias in the first global route: approximately 480
  • Largest net degree at the start of global routing: 11
  • Met1 GRT Util: 0.0421
  • All-Layer GR Usage: 0.0291
  • GRT busiest layer: met1

Timing
  • Final Max Slew Viols: 0
  • Worst rel slew slack: 0.729
  • RSZ-0062 raised after global routing: no
  • Hold Fails Final Rpt: 0
  • Setup Viol. Count Final: 0
  • Final min period: 1660 ps
  • Peak Freq: between 600 and 700 MHz
  • Setup TNS: 0 ps
  • Final period util: 0.756
  • Actual slew at the worst max-slew pin: just over 400 ps
  • Final Skew: about 1.6 ps

Floorplan
  • I/O pin count: 2
  • Die area: 8100 um2
  • Die y size: roughly 90 um
  • Initial core utilization: 0.154
  • Core Area: approximately 4700 um2
  • Row cnt: 25
  • Die width: around 90 um

Critical path
  • CP Data Arrival Time: 1810 ps
  • CP required: about 2300 ps
  • Crit Path Class: register to register
  • Critical path peak fanout: 5
  • Startpoint types: register
  • Crit. End Element: register

Final layout
  • Largest register FFs: 17
  • Layout area overhead: 21.5%
  • Layout cell share with drive strength beyond 1: 0.0897
  • Final cell count without fillers: ~150
  • Final Cell Area: just under 900 um2
  • Fillers: about 520

Worst hold path
  • HP Class: register to register

Job
  • Maxcap violations: 0
  • Tool warning count: 25

Yosys
  • Sequential area share after synthesis: 0.509
  • Post-synth cell types: 17
  • Ys flops: 18
  • Syn avg cell area: a little over 10 um2
  • Ys async rst share: 0
  • Yosys stat chip area: approximately 730 um2
  • Syn. warnings: 1
  • Main synth FF type: dfxtp_1
  • Post-synth EDFFs: 1
  • Synth Cell Area: 728 um2
  • # Cells Yosys: 72
  • Synthesized instance count: 72

Pwr
  • PD cells: ~670 nW/um2
  • Lkg Pwr: about 0.29 nW
  • Final Power: between 0.0005 and 0.0006 W
  • Worst VDD drop: 0.490 mV

Outcome
  • Run status: complete, no violations
==> layer usage <==
layer	part of all wire	up-vias	routed length, um
met5	0	-	0
met4	0	0	0
met3	0.035	0	41
met2	0.40	4	468
met1	0.56	208	652
li1	-	265	-
==> stage by stage <==
stage	setup slack, ps	hold slack (ps)	util
3_5_place_dp	533	455	0.176
5_1_grt	358	499	0.187
2_1_floorplan	555	435	-
3_3_place_gp	501	452	0.176
6_report	537	461	0.187
4_1_cts	515	464	0.187
==> final timing paths <==
check | slack, ps | start | cells past startpoint | end
setup / recovery | 540 | counter_reg[0] | 5 | counter_reg[16]
hold / removal | 460 | counter_reg[16] | 1 | counter_reg[16]
setup reg to reg | 540 | counter_reg[0] | 5 | counter_reg[16]
hold reg to reg | 460 | counter_reg[16] | 1 | counter_reg[16]
==> Yosys cell counts (2+ instances only) <==
library cell / count / area share
nand4_1: 5 / 0.043
xnor2_1: 11 / 0.13
inv_1: 2 / 0.010
nand3_1: 8 / 0.055
nor2_1: 8 / 0.041
nor4_1: 3 / 0.026
and3_1: 2 / 0.017
nor3_1: 3 / 0.021
dfxtp_1: 17 / 0.47
nand2_1: 3 / 0.015
xor2_1: 4 / 0.048
==> worst max-delay path, stage by stage (launching register included) <==
cell and delay, ps:
dfxtp_1 380, ha_1 220, nand3_1 200, nor4_1 460
nand3_1 150, xnor2_1 140
==> cell families after synthesis <==
family	Yosys count	share of synthesized area
DFF	18	0.509
buffers and inverters	2	0.0103
and+or+nand+nor	36	0.284
xor gates and xnor gates	15	0.180
adders and majority gates	1	0.0172
==> report_power, final <==
group	switching [W]	total (W)	internal, W
clock network	0.000106	0.000265	0.000159
registers	0	0.000328	0.000328
logic	0	0.000000000111	0
==> layout by cell type (no fill, tap or decap), drive strengths merged <==
cell	count
dfxtp	17
xnor2	11
nand3	8
nor2	8
nand4	5
xor2	4
clkbuf	4
nor4	4
nand2	3
nor3	3
inv	2
and3	2
or4	1
and4	1
nor2b	1
ha	1
edfxtp	1
clkdlybuf4s50	1
buf	1
==> area by class of cell <==
type / count / area (um2) / area share
timing repair buffer: 2 / 17.5 / 0.0198
inverter: 2 / 7.51 / 0.00849
sequential: 18 / 370 / 0.419
clock buffer: 4 / 55.1 / 0.0622
multi-input combinational: 52 / 350 / 0.396
tap: 67 / 83.8 / 0.0948
Power figures rest on the tool's default switching activity, not on a simulated workload.

===== /design/flow/run.sh =====
#!/bin/bash
# OpenROAD 26Q1-2900-gdf79404cd8, Yosys 0.63+post, stock flow scripts
make -C /OpenROAD-flow-scripts/flow DESIGN_CONFIG=/design/flow/config.mk WORK_HOME=/design/flow/orfs finish

===== /design/flow/design.v =====
module debounce
#(
    parameter MAX_COUNT = 16
)
(
    input wire clock,   
    input wire in,      
    output reg out      
);
localparam COUNTER_BITS = $clog2(MAX_COUNT);
reg [COUNTER_BITS - 1 : 0] counter;
initial begin
  counter = 0;
  out = 0;
end
always @(posedge clock)
begin
  if (counter == MAX_COUNT - 1) begin
    out <= in; 
    counter <= 0;
  end else if (in != out)
    counter <= counter + 1;  
end
endmodule

===== /design/flow/config.mk =====
export PLATFORM = sky130hd
export DESIGN_NAME = debounce
export DESIGN_NICKNAME = debounce
export VERILOG_FILES = /design/flow/design.v
export SDC_FILE = /design/flow/constraint.sdc
export NUM_CORES = 4
export LEC_CHECK = 1
export CORE_AREA = 10 10 70 70
export DIE_AREA = 0 0 80 80

===== /design/flow/constraint.sdc =====
current_design debounce

set clk_period 1.6
set clk_io_pct 0.2

create_clock -name clk0 -period $clk_period [get_ports {clock}]

set non_clock_inputs [all_inputs -no_clocks]
set_input_delay [expr $clk_period * $clk_io_pct] -clock clk0 $non_clock_inputs
set_output_delay [expr $clk_period * $clk_io_pct] -clock clk0 [all_outputs]

==> results.toml <==
# generated from flow reports
[critical_path]
r2r_start = "out$_DFFE_PN_"
r2r_cells = 3
r2r_slack_ns = 0.43
reg2reg_to = "counter[3]$_SDFFE_PN0P_"
slowest_stage = "clkdlybuf4s50_1"
startpoint_type = "flop"
crit_family = "buffers and inverters"
worst_ep_arrival_time_ns = 1.12
critPathMaxStageDelay_ns = 0.49
path_buffers = 1
worstPathCellList = "clkdlybuf4s50_1"
required_ns = 1.28
critical_path_class = "flop to primary output"
endpoint_kind = "primary output"
cp_max_fo = 2

[timing]
skew_ns = 0.00538
grt_setup_unrepaired = "false"
timing.fmax_mhz = 695
setup-tns-final_ns = 0
setup_viol = 0
worstMarginPinSlew_ns = 0.320
period_used_pct = 89.9
max-slew-margin-rel_pct = 78.6
min_period_ns = 1.44
drv_slew = 0
finalHoldViolCount = 0

[finish]
postLayoutCellArea_sq_um = 330
seqCellArea_sq_um = 110
drive_gt1_share_pct = 17.9
syn_to_final_growth_pct = 45.9
layoutNonFillerInstCount = 74
lay_top_cells = "4 x dfxtp_1, 3 x clkbuf_4, 2 x nand2_1, 2 x nor2_1, 2 x clkdlybuf4s50_1"
layout_top_cell = "dfxtp_1"
nFillCells = 405
combGateArea_sq_um = 116

[pwr]
leakage_nw = 0.117
switching_share_pct = 32.9
power.switching_uw = 175
combinationalPowerShare_pct = 28.5
power_density_nw_per_um2 = 1610
seqPwrFrac_pct = 44.8
clkPwrFrac_pct = 26.7
intPower_uw = 358
vdd_drop_max_mv = 0.867

[yosys]
netlist_instances = 22
yosysWarnings = 1
top_area_share_pct = 35.4
synth_area_sq_um = 226
yosys-stat-area_sq_um = 226
seq_area_frac_synth_pct = 48.6
syn_area_per_cell_sq_um = 10.3
topCellsByArea = "dfxtp_1 35%, edfxtp_1 13%, xor2_2 7.2%"
synthDistinctLibCells = 17
ys_ff = 5
ys_cells = 22
top_area_cell = "dfxtp_1"

[flow_run]
tool_warnings = 25
drv_cap = 0

[global_route]
gr-usage-met3_pct = 1.36
grt_max_degree = 8
grt_use_total_pct = 1.21
busiest_layer = "met2"
met1_usage_pct = 1.27
grt_overflow_total = 0
grt_pass1_wl_microns = 579
antenna_found_initial = 0
grt_pass1_vias = 137
use_met2_pct = 1.52

[clock_network]
cts_sinks = 5
cts.htree.levels = 1
hold_buffers = 0
clockBufferDepth = 2
path_clk_slew_ns = 0.04
tritoncts = "done"
post_cts_buffers = 0
ctsResizeCount = 0
numCtsBuffers = 3
clock-root-buffer = "clkbuf_4"
insertion_delay_ns = 0.24

[routing]
drt_first_iter_violations = 1
num_vias = 178
wl_per_cell_microns = 5.99
viasPerCell = 2.41
drt_first_pass_iters = 3
antenna_left = 0
n_antenna_cell = 0
post-route-drc-count = 0
drt-total-wl_microns = 443

[die]
num_rows = 21
core-area_sq_um = 3420
num_io_pins = 3
die_w_microns = 80
fp_util_pct = 6.63
chipArea_sq_um = 6400
die_h_microns = 80

[worst_hold_path]
hp-start = "counter[3]$_SDFFE_PN0P_"
hold_path.class = "flop to flop"
min_to = "counter[3]$_SDFFE_PN0P_"
min_path_cells = 2

[place]
port-buffer-count = 2
dp_hpwl_microns = 311
place_inst = 70
dpl_cell_area_sq_um = 304
gp_congestion = 0.664

[status]
run_status = "finished, final reports clean"
==> layout make-up <==
cell class | instances | share of cell area, %
Multi-Input combinational cell | 17 | 35.2
Timing Repair Buffer | 2 | 6.06
Sequential cell | 5 | 33.3
Clock buffer | 4 | 7.95
Tap cell | 46 | 17.4
==> state kept, by name, indices dropped and copies added (netlist names) <==
register,flops
counter,4
out,1
==> power groups by stage <==
stage / clock network (mW) / registers [mW] / logic [mW]
CTS: 0.148 / 0.238 / 0.152
global route: 0.153 / 0.248 / 0.168
finish: 0.142 / 0.239 / 0.152
==> cell usage after synthesis, drive strengths merged <==
cell,instances
edfxtp,1
xor2,1
dfxtp,4
and3,1
ha,1
nand4,1
o21ai,1
and4,1
nand2,2
or2,1
mux2i,1
a21oi,1
nor3,1
a31oi,1
and2,1
nor2,2
nor2b,1
==> logic make-up (layout without fill, tap and decap cells) <==
group / count (synthesis) / after routing / share of synthesized area [%]
buffers and inverters: 0 / 6 / 0
muxes: 1 / 1 / 4.42
xor gates and xnor gates: 1 / 1 / 7.18
DFF: 5 / 5 / 48.6
adders and majority gates: 1 / 1 / 5.52
and+or+nand+nor: 11 / 11 / 27.1
AOI/OAI and AO/OA: 3 / 3 / 7.18
==> per-layer routing <==
| metal | vias to the layer above | share of wire, % |
|---|---|---|
| li1 | 91 | - |
| met1 | 82 | 46 |
| met2 | 3 | 43 |
| met3 | 2 | 7.0 |
| met5 | - | 0 |
| met4 | 0 | 3.8 |
==> worst max-delay path by stage <==
| stage | depth (start not counted) | startpoint | slack [ns] | end |
|---|---|---|---|---|
| global route | 1 | out$_DFFE_PN_ | 0.13 | out |
| finish | 1 | out$_DFFE_PN_ | 0.16 | out |
| CTS | 1 | out$_DFFE_PN_ | 0.14 | out |
==> through the flow <==
step	power, mW	setup slack, ns	hold slack (ns)	util [%]
CTS	0.537	0.140	0.489	9.67
detailed placement	0.387	0.0490	0.482	8.90
global placement	0.372	0.0606	0.467	8.90
finish	0.533	0.162	0.498	9.67
global route	0.569	0.127	0.502	9.67
floorplan	0.346	0.552	0.419	-
Power figures rest on the tool's default switching activity, not on a simulated workload.

### ./design.v
`default_nettype none 
module memory(
  input  wire write,
  input	 wire [3:0] adr,
  input	 wire [7:0] data_in,
  output reg [7:0] value
);
reg [7:0] mem [0:15];
initial begin 
  mem[0] = 8'b0000_1001;   
  mem[1] = 8'b0001_1010;   
  mem[2] = 8'b0010_1011;   
  mem[3] = 8'b1110_0000;   
  mem[4] = 8'b1111_0000;   
  mem[5] = 8'b00010100;
  mem[6] = 8'b00000101;
  mem[7] = 8'b00000110;
  mem[8] = 8'b00000111;
  mem[9] = 8'b00001111;    
  mem[10] = 8'b00001110;   
  mem[11] = 8'b00000001;   
end
always @(*) begin
   if (write) begin
     mem[adr] <= data_in;
   end
   value <= mem[adr];
end
endmodule
### ./run.sh
#!/bin/bash
# OpenROAD 26Q1-2900-gdf79404cd8, Yosys 0.63+post, stock flow scripts
make -C /OpenROAD-flow-scripts/flow DESIGN_CONFIG=/design/flow/config.mk WORK_HOME=/design/flow/orfs finish
### ./config.mk
export PLATFORM = sky130hd
export DESIGN_NAME = memory
export DESIGN_NICKNAME = memory
export VERILOG_FILES = /design/flow/design.v
export SDC_FILE = /design/flow/constraint.sdc
export NUM_CORES = 4
export LEC_CHECK = 1
export CORE_UTILIZATION = 30
### ./constraint.sdc
current_design memory

set clk_period 4.5
set clk_io_pct 0.2

create_clock -name clk0 -period $clk_period

set non_clock_inputs [all_inputs -no_clocks]
set_input_delay [expr $clk_period * $clk_io_pct] -clock clk0 $non_clock_inputs
set_output_delay [expr $clk_period * $clk_io_pct] -clock clk0 [all_outputs]
==> results.cfg <==
; physical design summary
[run_status]
outcome = finished, final reports clean

[logic_synthesis]
yosys.area.top_type_share_pct = 60.4
synth_top_cell_by_area = sky130_fd_sc_hd__dlxtn_1
synthesis.instances = 303
synth-cells-yosys = 303
postSynthAreaPerCell_um2 = 10.5
distinct_cells_synth = 35
synth_area_um2 = 3180
post_synth_main_area_contributors = sky130_fd_sc_hd__dlxtn_1 (60%), sky130_fd_sc_hd__mux2_2 (5.7%), sky130_fd_sc_hd__mux4_2 (5.0%)
synthesis.yosys.warnings = 2
synth.yosys.chip_area_um2 = 3180
ys_seq_elements = 128

[detailed_routing]
wl_per_cell_um = 16.5
number_of_design_rule_violations_left_by_the_first_detailed_router_iteration = 164
detail_route.wirelength_um = 7530
ant_nets = 0
firstDrtPassIters = 4
route.vias.total = 2276
vias_per_cell = 4.98
drcViolationCount = 0
n_antenna_cell = 0

[worst_setup_path]
worst_ep_arrival_time_ps = 3190
critical_path_required_ps = 3600
path_class = in -> out
path_max_fanout = 9
critPathLaunchType = input pin
end_kind = output pin

[floorplan]
io_pins = 21
fp_util_pct = 30.9
die_area_um2 = 11000
die_width_um = 105
dieHeight_um = 105
floorplan.core_area_um2 = 10300
placementRows = 37

[cells_and_area]
max_flop_register = mem
fillerInstances = 1020
final_core_utilization_pct = 34.8
largest_registers = mem (128)
post_route_cells_drive_above_1_share_pct = 11.8
final-seq-area_um2 = 1920
multi_input_comb_area_um2 = 1150
finalInstanceArea_um2 = 3570
largest_register_ff_count = 128
areaGrowthSynthToFinish_pct = 12.4

[placed_design]
gp_congestion = 0.890
buffer_ports.inserted = 21
place_ws_ps = 390
postPlaceCellArea_um2 = 3570
place_hpwl_um = 5430

[timing]
setup_tns_ps = 0
unclocked_pins = 128
period_minus_slack_ps = 4090
finalSetupViolations = 0
untimed_endpoints = 128
fin_hold_viols = 0
rsz_0062_raised_after_global_routing = no
post-route-period-util_pct = 90.9
worst_pin_slew_ps = 696
slew_violations = 0
slew_headroom_pct = 53.6
setup_slack_ps = 409
max_freq_ghz = 0.244

[grt]
globalRoute.totalOverflow = 0
global_route_wire_length_before_repair_um = 12100
globalRouteTotalUtil_pct = 14.6
vias_in_the_first_global_route = 2157
grt_start_max_net_pins = 35
antenna_found_initial = 0

[power]
power.share.clock_pct = 0
switching_share_pct = 37.1
worst_voltage_drop_across_the_vdd_grid_mv = 0.0361
reg_power_share_pct = 35.8
powerDensity_nw_per_um2 = 73.5
internal_power_uw = 165
p_comb_share_pct = 64.2
net-switching-power_uw = 97.3
power_leakage_nw = 1.57

[flow_run]
log.warning_count = 32
cap_violations = 0

[cts]
postCtsHoldBufs = 0
postCtsSetupRepairBufs = 0
postCtsResizedCells = 0

[hold_path]
worstHoldPathType = in -> out
==> placed cells by master, fill, tap and decap left out, drive strengths merged, types with 10 or more instances in the layout <==
cell type      count
dlxtn            128
nand2             21
clkdlybuf4s50     20
a22oi             19
mux2              16
buf               14
nand3             11
nor2              10
nor2b             10
==> layout make-up <==
class,count,area share [%]
Inverter,7,0.736
Multi-Input combinational cell,152,32.2
Sequential cell,128,53.8
Tap cell,136,4.76
Timing Repair Buffer,34,8.48
==> per-stage QoR <==
stage / hold slack, ps / std cells / power [mW]
CTS: 2990 / 457 / 0.264
global route: 3030 / 457 / 0.285
detailed placement: 2980 / 457 / 0.263
global placement: 3000 / 457 / 0.261
finish: 2960 / 457 / 0.263
floorplan: 2050 / 303 / 0.184
==> layer usage <==
metal  wire length [um]  up-vias  GRT usage [%]
met5                  0        -              0
met4                 33        0          0.402
met3                529        4           3.30
met2               3580       87           23.3
met1               3390     1076           21.9
li1                   -     1109              -
==> synth_stat cells <==
| cell type | number |
|---|---|
| sky130_fd_sc_hd__mux2i_1 | 3 |
| sky130_fd_sc_hd__mux2_2 | 16 |
| sky130_fd_sc_hd__and2_1 | 3 |
| sky130_fd_sc_hd__nor2_1 | 10 |
| sky130_fd_sc_hd__o21ai_0 | 6 |
| sky130_fd_sc_hd__buf_6 | 1 |
| sky130_fd_sc_hd__and2b_1 | 1 |
| sky130_fd_sc_hd__a2bb2oi_1 | 4 |
| sky130_fd_sc_hd__a221o_1 | 3 |
| sky130_fd_sc_hd__a22oi_1 | 19 |
| sky130_fd_sc_hd__o22ai_1 | 3 |
| sky130_fd_sc_hd__nor2b_4 | 1 |
| sky130_fd_sc_hd__mux4_2 | 7 |
| sky130_fd_sc_hd__nand3b_1 | 1 |
| sky130_fd_sc_hd__nor3b_1 | 1 |
| sky130_fd_sc_hd__a31oi_1 | 2 |
| sky130_fd_sc_hd__o32a_1 | 2 |
| sky130_fd_sc_hd__and3_1 | 3 |
| sky130_fd_sc_hd__inv_1 | 7 |
| sky130_fd_sc_hd__a22o_1 | 1 |
| sky130_fd_sc_hd__o221ai_1 | 1 |
| sky130_fd_sc_hd__dlxtn_1 | 128 |
| sky130_fd_sc_hd__or3_1 | 1 |
| sky130_fd_sc_hd__nand2_1 | 21 |
| sky130_fd_sc_hd__nand3_1 | 11 |
| sky130_fd_sc_hd__nor2b_1 | 9 |
| sky130_fd_sc_hd__nand2b_1 | 2 |
| sky130_fd_sc_hd__a41oi_1 | 3 |
| sky130_fd_sc_hd__buf_2 | 10 |
| sky130_fd_sc_hd__o22a_1 | 4 |
| sky130_fd_sc_hd__clkbuf_1 | 5 |
| sky130_fd_sc_hd__a21oi_1 | 7 |
| sky130_fd_sc_hd__a32oi_1 | 4 |
| sky130_fd_sc_hd__o2bb2ai_1 | 2 |
| sky130_fd_sc_hd__o211ai_1 | 1 |
==> power groups by stage <==
stage	Sequential (mW)	Clock, mW	Combinational (mW)
finish	0.0939	0	0.169
global route	0.0995	0	0.186
CTS	0.0943	0	0.170
==> critical path, stage by stage <==
cell and delay (ps):
sky130_fd_sc_hd__clkdlybuf4s50_1 740, sky130_fd_sc_hd__buf_4 250, sky130_fd_sc_hd__nand2b_1 200, sky130_fd_sc_hd__o22ai_1 240, sky130_fd_sc_hd__a22oi_1 100, sky130_fd_sc_hd__a31oi_1 240, sky130_fd_sc_hd__clkdlybuf4s50_1 500
==> path summary, 6_finish.rpt <==
| path | from | to | slack (ps) | depth (start not counted) |
|---|---|---|---|---|
| max | adr[2] | value[5] | 410 | 7 |
| min | adr[0] | value[5] | 2960 | 4 |
==> kinds of logic after synthesis <==
group | count (synthesis) | synth area share [%]
compound gates | 62 | 14.6
buf+inv | 23 | 3.35
latches | 128 | 60.4
mux | 26 | 11.6
simple gates | 64 | 10.1
Power and IR drop assume default switching activity.
